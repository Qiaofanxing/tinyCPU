==> design/flow/design.v <==
module RAM(
	input wire [7:0] addr,    
	input wire [7:0] in,   
	output wire [7:0] out,    
	input wire rd_,  
	input wire wr_,  
	input wire clk
);
	reg [7:0] mem [0:255];    
	assign out = (rd_==1'b0)? mem[addr] : 8'hxx;	 
	always @(posedge clk) 
		if(wr_==1'b0)   
			mem[addr] <= in;   
endmodule
==> design/flow/run.sh <==
#!/bin/bash
# OpenROAD 26Q1-2900-gdf79404cd8, Yosys 0.63+post, stock flow scripts
make -C /OpenROAD-flow-scripts/flow DESIGN_CONFIG=/design/flow/config.mk WORK_HOME=/design/flow/orfs finish
==> design/flow/config.mk <==
export PLATFORM = sky130hd
export DESIGN_NAME = RAM
export DESIGN_NICKNAME = RAM
export VERILOG_FILES = /design/flow/design.v
export SDC_FILE = /design/flow/constraint.sdc
export NUM_CORES = 4
export LEC_CHECK = 1
export CORE_UTILIZATION = 50
==> design/flow/constraint.sdc <==
current_design RAM

set clk_period 26.7
set clk_io_pct 0.2

create_clock -name clk0 -period $clk_period [get_ports {clk}]

set non_clock_inputs [all_inputs -no_clocks]
set_input_delay [expr $clk_period * $clk_io_pct] -clock clk0 $non_clock_inputs
set_output_delay [expr $clk_period * $clk_io_pct] -clock clk0 [all_outputs]
==> results.env <==
RELSLEWSLACK_PCT=33.4
FINALWEIGHTEDCONGESTION=0.870
YOSYSCHIPAREA_MM2=0.0782
SETUP.WORST_PATH.START_CLASS='input pin'
OPENROAD.WARNINGS=33
CLOCK_SINKS=2048
POST_CTS.RESIZED_INSTANCES=0
TOP_LAYER_USED='met5'
VIAS_PER_CELL=6.25
DRT_DRC_VIOLATIONS_LEFT=0
CRIT_PATH_START='addr[0]'
WORSTPATHCELLLIST='buf_8, buf_4, buf_12, buf_4, buf_12, mux4_2, a22oi_1, a21oi_1, o41ai_1, buf_4, nand4_1, clkdlybuf4s50_1'
DIE_X_UM=397
WORST_HOLD_PATH_TYPE='input pin to register'
ROUTEDWLPERCELL_UM=31.5
DETAILROUTE.WIRELENGTH.MET2_UM=88800
CRITPATHCAPTURE='out[5]'
PRECTSSETUPSLACK_PS=9860
GRT_SETUP_UNREPAIRED='no'
CRITICAL_PATH_ARRIVAL_PS=11360
VIAS=36400
POWER.TOTAL_mW=6.54
CRIT_PATH_END_KIND='output pin'
LAYOUT_SETUP_WS_PS=10000
SYNTH_COMPOUND_GATE_AREA_SHARE_PCT=3.64
MAXIMUM_NUMBER_OF_PINS_ON_ONE_NET_BEFORE_GLOBAL_ROUTE_REPAIR=109
CTSHTREEMAXLEVEL=4
POST_ROUTE_CELLS_DRIVE_ABOVE_1_SHARE_PCT=24.2
SEQ_AREA_FRAC_SYNTH_PCT=78.7
WL_UM=183000
ROWS=144
WORST-SETUP-PATH-TYPE='input pin to output pin'
IR_WORST_VDD_uV=67.7
PERIOD_MINUS_SLACK_PS=16700
GRT_PASS1_WL_UM=270000
NUMBER_OF_BUFFERS_ON_THE_LONGEST_CLOCK_PATH=3
FILLERINSTANCES=10800
SYNTHESIS.YOSYS.WARNINGS=1
SETUP_VIOLATIONS=0
AREAGROWTHSYNTHTOFINISH_PCT=11.7
FIRST_GLOBAL_VIAS=41500
SYNTH.CELLMIX.ADDERSHARE_PCT=0
IO_PINS=27
LAY_TOP_COUNT='edfxtp_1'
SYN_AREA_PER_CELL_UM2=22.2
SLOWEST_STAGE='buf_4'
TIMING.CRITICAL_PATH.REQUIRED_PS=21360
NUMSYNTHFLOPS=2048
MIN_PERIOD_OVER_PERIOD_PCT=62.6
FMAX_MHz=59.9
CORE_AREA_MM2=0.155
FP_UTIL_PCT=50.6
NUMBER_OF_SETUP_BUFFERS_ADDED_AFTER_CTS=0
SYNTH.CELLMIX.SIMPLESHARE_PCT=1.62
MAX_STAGE_DELAY_PS=760
LAYOUT_TOP_REGISTERS='mem: 2048 flops'
SYNTHDISTINCTLIBCELLS=21
CLK_ROOT_BUFFER_CELL='clkbuf_16'
SYNTH.CELLMIX.XORXNORSHARE_PCT=0
PLEAK_nW=26.3
POWER_DENSITY_mW_PER_MM2=74.9
CTS.CLK_SLEW.WORST_PATHS_PS=50
TOPCOMBFAMILYBYAREA='multiplexers'
YS_SH_MUX_PCT=14.8
FINAL.SETUP.TNS_PS=0
NUMBER_OF_BUFFERS_CREATED_BY_CTS=198
MET3WIRELENGTH_UM=31100
FINAL_LAYOUT_TOP_LOGIC_CELLS='edfxtp_1 (2,048), mux4_2 (512), nor2_1 (259)'
CRIT_PATH_MAX_FANOUT=81
MAX_CAP_VIOL_COUNT=0
SYNTH_AREA_MM2=0.0782
TIMING_WORST_SLEW_PIN_VALUE_PS=995
YOSYS_CELLS=3517
LARGEST_REGISTER_FFS=2048
FIRST_ITER_VIOLATIONS=2534
FINALHOLDVIOLCOUNT=0
DR.PASS1.ITERS=5
DIE_AREA_MM2=0.158
INITIAL_ANTENNA_VIOLATION_COUNT=5
NETLIST_INSTANCES=3517
ROUTE.ANTENNA.REMAINING_NETS=0
HPWL_UM=108000
TOP_REGISTER='mem'
BUFFER_PORTS.INSERTED=25
GRT.OVERFLOW.TOTAL=0
GR-USAGE-ALL-LAYERS_PCT=27.1
CTSHOLDBUFFERS=0
TIMING_MAX_TRANSITION_VIOLATIONS_FINAL=0
ROUTE.LAYER.MET1.WL_UM=57900
DIE-HEIGHT_UM=397
OUTCOME='finished clean'
CTS_TREE='built'
CRITPATHMOSTFREQUENTCELL='buf_4'
## synthesized netlist by cell type, drive strengths merged
cell type     n  share of area (%)
a21oi       128               0.82
a22oi       256                2.5
and2          2              0.016
and3b         1              0.011
buf          69               0.56
clkbuf      154               0.74
edfxtp     2048                 79
mux4        512                 15
nand2        25               0.12
nand2b        2              0.016
nand3         8              0.051
nand4         8              0.064
nor2        260                1.2
nor2b         8              0.064
nor3          1             0.0064
nor3b         2              0.019
o41ai        32               0.36
or2           1             0.0080
## per-layer routing
layer,global-route usage [%],vias to the layer above
met2,38.9,2275
met1,35.5,18600
met4,5.89,13
met5,1.94,-
li1,-,15200
met3,20.5,304
## worst min path at each step
stage | from | slack (ps) | endpoint | depth (start not counted)
4_1_cts | in[0] | 5060 | mem[47][0] | 1
5_1_grt | in[3] | 5100 | mem[81][3] | 1
6_report | in[3] | 5080 | mem[91][3] | 1
## worst max-delay path, delay by kind of cell
kind / cells / cell delay (ps)
buffers and inverters: 7 / 3610
and+or+nand+nor: 1 / 280
AOI/OAI and AO/OA: 3 / 1180
muxes: 1 / 610
## through the flow
stage                     area [um2]  hold slack, ps  instances  util, %
after detailed placement       81000            5940       5469     52.4
after global routing           87300            5100       5824     56.5
after CTS                      87300            5060       5824     56.5
final                          87300            5080       5827     56.5
after global placement         81000            5920       5469     52.4
after floorplan                78200            5440       3517        -
## report_power, final
group | total (mW) | switching, mW | internal, mW
Clock | 2.70 | 1.14 | 1.56
Sequential | 3.55 | 0.00152 | 3.54
Combinational | 0.290 | 0.189 | 0.102
Total | 6.54 | 1.33 | 5.21
## kinds of logic (layout without fill, tap and decap cells)
family                 Yosys count  in the layout
AOI/OAI and AO/OA              416            416
muxes                          512            512
other                            0              3
buffers and inverters          223            486
and+or+nand+nor                318            318
DFF                           2048           2048
## final cells by class
cell class	instances	area (um2)	area share (%)
repair buffers	131	1170	1.34
clock buffers	243	5230	5.99
multi-input cells	1246	15800	18.1
clock inverters	112	1050	1.21
flip-flops and latches	2048	61500	70.5
well taps	2044	2560	2.93
diodes	3	7.51	0.00860
